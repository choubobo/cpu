==> design/flow/design.v <==
module PC(q,d,clk,en,clr);
input [31:0]d;
input clk;
input en;
input clr;
output reg [31:0] q;
always @(posedge clk) begin
		if(clr)
			begin
				q <= 32'b0;
			end
		else if(en)
			begin
				q <= d;
			end
	end
	endmodule
==> design/flow/run.sh <==
#!/bin/bash
# OpenROAD 26Q1-2900-gdf79404cd8, Yosys 0.63+post, stock flow scripts
make -C /OpenROAD-flow-scripts/flow DESIGN_CONFIG=/design/flow/config.mk WORK_HOME=/design/flow/orfs finish
==> design/flow/config.mk <==
export PLATFORM = sky130hd
export DESIGN_NAME = PC
export DESIGN_NICKNAME = PC
export VERILOG_FILES = /design/flow/design.v
export SDC_FILE = /design/flow/constraint.sdc
export NUM_CORES = 4
export LEC_CHECK = 1
export CORE_AREA = 10 10 91 91
export DIE_AREA = 0 0 101 101
==> design/flow/constraint.sdc <==
current_design PC

set clk_period 1.1
set clk_io_pct 0.2

create_clock -name clk0 -period $clk_period [get_ports {clk}]

set non_clock_inputs [all_inputs -no_clocks]
set_input_delay [expr $clk_period * $clk_io_pct] -clock clk0 $non_clock_inputs
set_output_delay [expr $clk_period * $clk_io_pct] -clock clk0 [all_outputs]
==> qor.txt <==
Main synth FF type = dfxtp_1
Vias per inst = 3.70
Total clock buffers created by CTS = 5
Slew Viols, Final = 0
DRT iter0 DRCs = 17
Worst skew pair latency = 270 ps
Hold path startpoint = en
Seq share, synth = 55.1%
Critical path startpoint category = flip-flop
Max reg flops = 32
ANT cells = 0
Dominant comb cell = multiplexers
Synth Area in Simple Gates = 10.3%
Die Wd = 101 um
RSZ-0062 raised after global routing = no
Most frequent cells after synthesis = dfxtp_1, mux2i_1, nor2_1
Hold Path Sink = q[19]
Boundary pin count = 67
HP Class = in2reg
Max-cap violations = 0
Synth top area share = 55.1%
Placed cell count = 242
Max Clk Rate = 0.953 GHz
Remaining Overflow, GRT = 0
Largest area contributor in the netlist = dfxtp_1
Async SR Flop Fraction = 0%
GP Congestion = 0.666
Synthesis area per yosys = 0.00116 mm2
Core area = 0.00635 mm2
Top cells, area = dfxtp_1, mux2i_1, nor2_1, buf_12, buf_6
Top flop regs = q: 32 flops
Drt total wl = 3080 um
R2R Path End = q[6]
Worst Path Buf+Inv = 1
Reg2reg setup slack = 500 ps
Pin count of the biggest net entering global routing = 33
Reg2Reg Launch Point = q[6]
Clk slew on worst S/H paths = 60 ps
Clk_skew = 0 ps
Peak supply drop = 496 uV
Leak = 0.951 nW
# clock sinks = 32
Crit path max-delay family = flip-flops
Fin crit period = 1050 ps
CP max-delay cell = dfxtp_1
Worst Setup Path Type = reg2out
Fp util = 18.3%
# rows = 29
Adder Area Share = 0%
Post-synthesis mux area share = 27.5%
Cell Chain, Critical Path = dlygate4sd2_1
Crit path max fanout = 2
Number of distinct library cells after synthesis = 6
Worst Path Required = 880 ps
Flip-flops with a built-in enable = 0
Status = finished clean
Routed length per instance = 12.4 um
Synthesized registers = 32
Hold Crit Depth = 4
XOR-XNOR Cells, Area Fraction = 0%
Arrival time at the worst endpoint = 830 ps
Final std cells w/o fill = 249
Number of setup violations in the final report = 0
PD cells = 1250 mW/mm2
Yosys cell count = 103
Worst path max stage delay = 310 ps
Ys Warns = 1
Port Buffer Count = 66
Root buf cell = clkbuf_8
Mapped cell area = 0.00116 mm2
Chip Footprint = 0.0102 mm2
H-tree levels = 2
Postcts setup bufs = 0
Initial antenna violation count = 0
Aoi share = 0%
Crit path from = q[30]
Worst Tran Pin Value = 135 ps
Layout cells sized above 1 = 23.8%
First-pass GRT wire length = 4690 um
Overall global routing resource usage = 5.63%
Fin. Hold Viols = 0
Fin crit share = 95.3%
Remaining DRCs = 0
Area Overhead vs Synth = 69.5%
# hold bufs at CTS = 0
Reg2reg path depth = 2
Slew HR = 90.7%
Vias in the first global route = 863
CTS max path bufs = 2
TNS Setup = 0 ps
Syn Inst Count = 103
Fillers = 657
Detailed Place HPWL = 2310 um
Avg Cell Area, Syn = 11.3 um2
Vias = 922
Post-route ant nets = 0
CP endpoint kind = output port
Top reg by flops = q
Die y size = 101 um
DR pass1 iterations = 2
CTS tree = yes
OpenROAD warnings = 25
==> layer usage <==
layer / global-route usage (%) / wire (um) / vias to the layer above
met3: 2.22 / 271 / 4
met4: 1.29 / 63 / 0
met2: 7.71 / 1260 / 42
li1: - / - / 476
met1: 8.13 / 1490 / 400
met5: 0 / 0 / -
==> power breakdown <==
part	leakage, nW	internal, mW	switching, mW
Sequential	0.275	1.24	0.0296
Clock	0.0410	0.429	0.394
Combinational	0.635	0.254	0.113
==> repair_timing <==
action                                  4_1_cts  5_1_grt
resized                                      63        2
endpoints found under the hold margin         0        0
endpoints found under the setup margin       32        2
==> logic make-up (layout without fill, tap and decap cells) <==
kind of cell           count (synthesis)  in the layout
muxes                                 32             32
DFF                                   32             32
buffers and inverters                  7             76
and+or+nand+nor                       32             32
==> final cells by class <==
cell class	instances	area [um2]	area share (%)
clock inverter	1	5.00	0.254
timing repair buffer	69	678	34.4
multi-input combinational	64	440	22.3
clock buffer	6	72.6	3.68
sequential	32	679	34.5
tap	77	96.3	4.89
==> worst max-delay path by stage <==
| stage | to | slack (ps) | depth (start not counted) |
|---|---|---|---|
| CTS | q[30] | 20 | 1 |
| global route | q[26] | 3 | 1 |
| finish | q[30] | 50 | 1 |
==> through the flow <==
step / setup WS, ps / hold slack (ps) / utilization, % / area, um2 / total power, mW
2_1_floorplan: 287 / 292 / - / 1160 / 1.43
3_3_place_gp: -18.0 / 471 / 29.8 / 1890 / 1.70
3_5_place_dp: -20.6 / 480 / 29.8 / 1890 / 1.70
4_1_cts: 22.3 / 451 / 31.0 / 1970 / 2.53
5_1_grt: 2.57 / 456 / 31.1 / 1970 / 2.63
6_report: 51.2 / 454 / 31.1 / 1970 / 2.46
==> cells in the final DEF (no fill, tap or decap) <==
cell,n
buf_2,1
clkdlybuf4s15_1,2
nor2_1,32
clkbuf_1,1
clkdlybuf4s50_1,33
clkbuf_8,5
dlygate4sd2_1,30
dfxtp_1,1
buf_12,3
clkinv_2,1
dfxtp_2,31
mux2i_1,32
Power figures rest on the tool's default switching activity, not on a simulated workload.
